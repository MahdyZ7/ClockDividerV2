==> flow/run.sh <==
#!/bin/bash
# OpenROAD 26Q1-2900-gdf79404cd8, Yosys 0.63+post, stock flow scripts
make -C /OpenROAD-flow-scripts/flow DESIGN_CONFIG=/design/flow/config.mk WORK_HOME=/design/flow/orfs finish
==> flow/constraint.sdc <==
current_design Div80

set clk_period 2.2
set clk_io_pct 0.2

create_clock -name clk0 -period $clk_period [get_ports {clk}]

set non_clock_inputs [all_inputs -no_clocks]
set_input_delay [expr $clk_period * $clk_io_pct] -clock clk0 $non_clock_inputs
set_output_delay [expr $clk_period * $clk_io_pct] -clock clk0 [all_outputs]
==> flow/design.v <==
module Div80(
	input	reset,
	input	clk,
	output	reg div80,
	inout	VDD,
	inout	VSS
);
	reg [5:0] count;
	always @(posedge clk) begin
		if (~reset) begin
			count <= 0;
			div80 <= 0;
		end else begin
			count[0] <= count[2] & ~count[1];
			count[1] <= count[0];
			count[2] <= count[0] | ~count[1];
			if(~count[2])
				count[3] <= ~count[3];
			if(~count[3] & ~count[2])
				count[4] <= ~count[4];
			if(~count[4] & ~count[3] & ~count[2])
				count[5] <= ~count[5];
			if(~count[5] & ~count[4] & ~count[3] & ~count[2])
				div80 <= ~div80;
		end
	end
endmodule
==> flow/config.mk <==
export PLATFORM = sky130hd
export DESIGN_NAME = Div80
export DESIGN_NICKNAME = Div80
export VERILOG_FILES = /design/flow/design.v
export SDC_FILE = /design/flow/constraint.sdc
export NUM_CORES = 4
export LEC_CHECK = 1
export CORE_AREA = 10 10 70 70
export DIE_AREA = 0 0 80 80
==> Changelog: implementation <==
### Changed

* Outcome: complete, no violations
* Area delta synth->final at 43.68%
* Max incr delay on CP at between 0.4 and 0.5 ns
* Row cnt at 21
* Clock-pin slew on the worst setup and hold paths at roughly 0.050 ns
* Post-CTS Setup Inserts at 0
* Critical Path AT at ~1.1 ns
* PostCTS Resize Cnt at 0
* Number of I/O pins at 3
* Worst path depth at 1
* Minimum clock period at 1.489 ns
* Cycle use final at between 60% and 70%
* Adder-Cell Fraction of Synth Area at 0%
* Crit path buf inv count at 1
* Worst-path cell chain: clkdlybuf4s50_1
* CP Max Fanout at 3
* Number of unconstrained endpoints at 2
* R2R depth at 2
* Final setup vio count at 0
* Core Util, Final at approximately a tenth
* Endpoints failing hold at 0
* Sw Pwr at a little under 0.07 mW
* Yosys top cell by instances: dfxtp_1
* Largest delay share family, worst path: buffers and inverters
* WL/cell at 5.587 um
* Die Area at roughly 6400 um2
* Comb pwr share at a little over a tenth
* Core area at 3416 um2
* Pwr/cell area at 874.8 nW/um2
* DRC at 0
* Peak supply drop at around 150 uV
* Fmax at roughly 0.67 GHz
* Top FF cell, synth: dfxtp_1
* Async S/R FF share, synth at 0%
* Remaining Overflow, GRT at 0
* Mean Syn Cell Area at between 10 and 15 um2
* And+or+nand+nor area frac at a little under a fifth
* Total CTS buffers at 3
* H-tree depth at 1
* Clock root cell: clkbuf_4
* R2R Path Start: count[5]$_SDFFE_PN0P_
* Max Transition Viols Final at 0
* Clk sinks at 7
* CP startpoint: div80$_SDFFE_PN0P_
* FP Core Util at 6.960%
* CTS tree: done
* Post-DRT Antenna Nets at 0
* Crit path DRT at about 1.8 ns
* Rel. slew slack at 86.76%
* Worst setup margin at around 0.71 ns
* Sw Share at between 20% and 30%
* Max Root-Sink Buffers at 2
* Pint at between 0.2 and 0.25 mW
* Post-placement setup slack at 0.8687 ns
* P_leak at 0.1250 nW
* Pre-Repair DR Iteration Count at 2
* Area figure in the yosys stat output at 237.7 um2
* Actual transition at the worst max-transition pin at about 0.20 ns
* Vias in the first global route at approximately 190
* Iteration-0 DRC count of the detailed router at 13
* CTS hold repair buffers at 0
* Initial antenna violation count at 0
* Top-area cell share at between 50 and 60%
* Setup TNS at 0 ns
* Yosys reg bits at 7
* Layout Skew at roughly 0.0053 ns
* Cell Type Count at 13
* Post-synth top area cell: dfxtp_1
* Worst min path class: reg2reg
* Synth Area in XOR/XNOR at under 10%
* Share of cells above drive strength 1 at 17.24%
* Die x size at around 80 um
* Startpoint Class: flop
* Via count at between 150 and 200
* Vias per cell at around 2.4
* Clk pwr share at between 30% and 40%
* Mapped Area at approximately 240 um2
* First-pass GRT wire length at between 600 and 700 um
* Comb area leader: simple AND/OR/NAND/NOR gates
* Reg2Reg Capture Point: count[5]$_SDFFE_PN0P_
* Critical path type: reg2out
* RePlAce Congestion at 0.6925
* Clk latency late pin at ~0.25 ns
* YS warnings at 1
* Post-synth EDFFs at 0
* Detailed-route wire length at around 420 um
* Synth top cells by count: dfxtp_1, a21oi_1, inv_1, nor2_1
* Max-cap violation count at 0
* Unrepaired setup endpoints after global routing: false
* FF-to-FF setup slack at between 1 and 1.5 ns
* IO Port Bufs at 2
* Slowest cell on the critical path: clkdlybuf4s50_1
* Synth Instances at 23
* Synth mux share at approximately 4.2%
* Die height at 80 um
* Register share after synthesis at around three fifths
* Tool warning count at approximately 50
* Yosys cell count at 23
* Largest net degree at the start of global routing at 7
* Sequential power share at between 50% and 60%
* Top cells by area: dfxtp_1, a21oi_1, or4_4
* Inserted Diodes at 0
* Hold path start: count[1]$_SDFF_PN0_
* Crit end category: primary output
* Complex Gates by Area at a little under an eighth
* Total track usage at 1.463%
* Crit path to: div80
per-stage QoR:
stage                     std cells  area (um2)  total power [mW]  hold WS, ns
final                            75       341.6            0.2988       0.4244
after CTS                        75       341.6            0.3006       0.4298
after detailed placement         71       315.3            0.1838       0.4236
after global placement           71       315.3            0.1814       0.4043
after floorplan                  23       237.7            0.1712       0.3982
after global routing             75       341.6            0.3180       0.4469
cell usage in the layout (no fill, tap or decap):
| cell | count |
|---|---|
| nor3b_1 | 1 |
| clkbuf_4 | 3 |
| mux2i_1 | 1 |
| a21oi_1 | 3 |
| nand2_1 | 1 |
| clkdlybuf4s50_1 | 2 |
| or3_2 | 1 |
| or4_4 | 1 |
| xor2_1 | 1 |
| inv_1 | 2 |
| clkbuf_1 | 1 |
| nand2b_1 | 1 |
| o21ai_0 | 1 |
| dfxtp_1 | 7 |
| nor2_1 | 2 |
| o31ai_1 | 1 |
final cells by class:
cell class,instances,area [um2]
inverter,2,7.507
sequential,7,140.1
tap,46,57.56
clock buffer,4,26.28
multi-input combinational,14,90.09
timing repair buffer,2,20.02
fill,402,3074
state kept, by name, indices dropped and copies added, names as in the netlist:
name and count:
count 6, div80 1
power groups by stage:
stage	combinational, mW	sequential, mW	clock (mW)
CTS	0.0318	0.150	0.119
global route	0.0352	0.152	0.131
finish	0.0315	0.150	0.117
layer usage:
metal	part of all wire, %	global-route usage (%)	vias to the layer above	routed length, um
met5	0	0	-	0
met4	0	0.1761	0	0
met3	23	2.159	0	95
met2	32	1.846	7	132
met1	46	1.340	78	191
li1	-	-	92	-
worst min-delay path by stage:
stage                                  to  slack [ns]  cells after the start
final                 count[0]$_SDFF_PN0_        0.42                      1
after CTS             count[0]$_SDFF_PN0_        0.43                      1
after global routing  count[0]$_SDFF_PN0_        0.45                      1
cells by family after synthesis:
group                     Yosys count
and+or+nand+nor                     7
DFF                                 7
xor gates and xnor gates            1
buffers and inverters               2
AOI/OAI and AO/OA                   5
muxes                               1
Power figures rest on the tool's default switching activity, not on a simulated workload.
