## flow/design.v

```verilog
module counter(
	input clk,
	input rst,
	output reg [6:0] counter
);
	always@(posedge clk) begin
		if (~rst)
			counter = 0;
		else
			counter = counter + 1;
	end
endmodule
```

## flow/run.sh

```bash
#!/bin/bash
# OpenROAD 26Q1-2900-gdf79404cd8, Yosys 0.63+post, stock flow scripts
make -C /OpenROAD-flow-scripts/flow DESIGN_CONFIG=/design/flow/config.mk WORK_HOME=/design/flow/orfs finish
```

## flow/config.mk

```make
export PLATFORM = sky130hd
export DESIGN_NAME = counter
export DESIGN_NICKNAME = counter
export VERILOG_FILES = /design/flow/design.v
export SDC_FILE = /design/flow/constraint.sdc
export NUM_CORES = 4
export LEC_CHECK = 1
export CORE_AREA = 10 10 70 70
export DIE_AREA = 0 0 80 80
```

## flow/constraint.sdc

```tcl
current_design counter

set clk_period 2.1
set clk_io_pct 0.2

create_clock -name clk0 -period $clk_period [get_ports {clk}]

set non_clock_inputs [all_inputs -no_clocks]
set_input_delay [expr $clk_period * $clk_io_pct] -clock clk0 $non_clock_inputs
set_output_delay [expr $clk_period * $clk_io_pct] -clock clk0 [all_outputs]
```

==> results.toml <==
# synthesis and place-and-route metrics
[status]
status = "finished, final reports clean"

[final_layout]
area_delta_synth_final_pct = 59.5
final_util_pct = 12.9
largest_reg_flops = 7
drive_above_1_share_pct = 7.50

[cts]
cts.hold.buffers_added = 0
max-clock-path-buffers = 2
clock_latency_ns = 0.25
cts.sinks = 7
path_clk_slew_ns = 0.05
cts_root_buf = "clkbuf_4"
cts_resized = 0
cts_tree = "yes"
postCtsSetupBuffers = 0
numCtsBuffers = 3
htree_levels = 1

[timing]
holdWs_ns = 0.468
tns_ns = 0
fmax_ghz = 0.635
finalSetupViolCount = 0
slew_violations = 0
min_period_over_period_pct = 75.0
rsz0062_at_grt = "no"
worst_pin_slew_ns = 0.274
hold_viol_final = 0
period_needed_ns = 1.58
slew_headroom_pct = 81.7
fin_skew_ns = 0.00456

[floorplan]
fp.dieH_um = 80
row_count = 21
initCoreUtil_pct = 8.06
ios = 9
core_area_um2 = 3420
die_w_um = 80
die_area_um2 = 6400

[drt]
antenna-diode-count = 0
via_per_inst = 2.55
vias = 219
drt_iter0_markers = 1
firstDrtPassIters = 3
wl_per_cell_um = 7.44
routed_wl_um = 640
drc = 0
detail-route-antenna-nets = 0

[min_path]
min_path_cells = 2
hp-class = "flop to flop"

[logic_synthesis]
edf_count = 0
async_flop_share_pct = 0
synth.logic.top_family = "simple AND/OR/NAND/NOR gates"
synth_stat.cells = 28
mux_share_pct = 7.27
ff_type = "dfxtp_1"
yosysWarnings = 1
syn-cell-area_um2 = 275
yosys.area_share.adder_pct = 4.55
synth_area_leader_cell = "dfxtp_1"
yosysTopAreaCellShare_pct = 50.9
synth-seq-cells = 7
ys_seq_share_pct = 50.9
compound_area_share_pct = 0
simple_gate_area_share_pct = 27.7
postSynthAreaPerCell_um2 = 9.83
yosysChipArea_um2 = 275
ys_types = 11
xor_share_pct = 9.55
synthTopCellsByCount = "dfxtp_1 (7), and2_1 (4), nand2_1 (4)"
most_common_cell = "dfxtp_1"
synthTopCellsByArea = "dfxtp_1 (51%), and2_1 (9.1%), mux2i_1 (7.3%), xnor2_1 (6.4%), nand2_1 (5.5%)"
synthCells = 28

[flow_run]
tool_warnings = 25
drv_cap = 0

[power_and_ir_drop]
fin_total_pwr_mw = 0.283
leakagePower_nw = 0.151
ir_drop_v = 0.000360
power_density_nw_per_um2 = 643

[setup_path]
critical_path_class = "flop to output pin"
setup.worst_path.start_class = "flop"
ff2ff_path_depth = 4
arrival_ns = 1.16
path_cells = "clkdlybuf4s50_1"
cp.required_ns = 1.68
cp.depth = 1
cp_max_fo = 4
crit_path_top_delay_cell = "clkdlybuf4s50_1"
slowest_delay_ns = 0.51
crit_start = "counter[4]$_SDFF_PN0_"
crit_family = "buffers and inverters"
r2r_start = "counter[0]$_SDFF_PN0_"
path_buffers = 1
critPathCaptureType = "output pin"
r2r_setup_slack_ns = 0.99
endpoint = "counter[4]"
r2r-end = "counter[6]$_SDFF_PN0_"

[global_route]
grt_use_met1_pct = 1.95
met2_usage_pct = 3.37
grt_max_degree = 10
grt_antenna_before_repair = 0
grtUsageMet3_pct = 2.27
grtUsageTotal_pct = 2.18
grt_pass1_vias = 215
grt_overflow = 0
grt.busiest_layer = "met2"
grt_pass1_wl_mm = 1.06

[place]
hpwl_um = 500
io_buffers = 8
gp_congestion = 0.625
-- cell families after synthesis --
family / count (synthesis)
xor gates and xnor gates: 3
adders and majority gates: 1
DFF: 7
muxes: 2
and+or+nand+nor: 15
-- worst min-delay path, cell delays in order, from the launching register on --
cell and delay (ns):
dfxtp_1 0.31, nand2_1 0.05, mux2i_1 0.05
-- layout by cell type, fill, tap and decap left out, drive strengths merged --
cell type      n
clkdlybuf4s50  8
and2           4
nand3          2
nand2          4
nor2b          1
ha             1
nor2           2
xor2           1
dfxtp          7
mux2i          2
nand2b         2
xnor2          2
clkbuf         4
-- per-stage QoR --
stage                     cells  setup slack [ns]  cell area (µm²)
after global placement       82             0.772              413
after global routing         86             0.435              439
final                        86             0.525              439
after CTS                    86             0.484              439
after floorplan              28              1.11              275
after detailed placement     82             0.757              413
-- worst min path at each step --
stage | from | end
4_1_cts | counter[6]$_SDFF_PN0_ | counter[6]$_SDFF_PN0_
5_1_grt | counter[6]$_SDFF_PN0_ | counter[6]$_SDFF_PN0_
6_report | counter[6]$_SDFF_PN0_ | counter[6]$_SDFF_PN0_
-- routing by layer --
layer / routed length [µm] / share of wire (%)
met5: 0 / 0
met4: 12 / 1.9
met3: 98 / 15
met2: 314 / 49
met1: 215 / 34
-- power by group --
group	switching, mW	internal, mW
logic	0.00595	0.0139
clock network	0.0477	0.0724
registers	0.00455	0.138
-- final cells by class --
class / instances / area, µm²
Fill cell: 410 / 2980
Sequential cell: 7 / 140
Multi-Input combinational cell: 21 / 135
Timing Repair Buffer: 8 / 80.1
Tap cell: 46 / 57.6
Clock buffer: 4 / 26.3
Power is estimated from default activity; no workload was simulated.
