==> ./design.v <==
module Div80alt(
	input	reset,
	input	clk,
	output	reg div80,
	output	reg div4,
	output	reg div8,
	inout	VDD,
	inout	VSS
);
	reg [2:0] count8;
	reg [2:0] count5;
	always @(posedge clk) begin
		if (~reset) begin
			count8 <= 0;
			count5 <= 0;
			div80 <= 0;
			div4 <= 0;
			div8 <= 0;
		end else begin
			count5[2] <= ~count5[1] | count5[0];
			count5[1] <= count5[0];
			count5[0] <= count5[2] & ~count5[1];
			count8[2] <= count8[1] & ~count8[0] | count8[2] & count8[0];
			count8[1] <= count8[1] & ~count8[0] | ~count8[2] & count8[0];
			count8[0] <= ~(count8[1] ^ count8[2]);
			if(count5[2] == 0 && count8 == 0)
				div80 <= ~div80;
			div8 <= ~count8[2];
			div4 <= ~(count8[1] ^ count8[2]);
		end
	end
endmodule
==> ./run.sh <==
#!/bin/bash
# OpenROAD 26Q1-2900-gdf79404cd8, Yosys 0.63+post, stock flow scripts
make -C /OpenROAD-flow-scripts/flow DESIGN_CONFIG=/design/flow/config.mk WORK_HOME=/design/flow/orfs finish
==> ./config.mk <==
export PLATFORM = sky130hd
export DESIGN_NAME = Div80alt
export DESIGN_NICKNAME = Div80alt
export VERILOG_FILES = /design/flow/design.v
export SDC_FILE = /design/flow/constraint.sdc
export NUM_CORES = 4
export LEC_CHECK = 1
export CORE_AREA = 10 10 70 70
export DIE_AREA = 0 0 80 80
==> ./constraint.sdc <==
current_design Div80alt

set clk_period 1.1
set clk_io_pct 0.2

create_clock -name clk0 -period $clk_period [get_ports {clk}]

set non_clock_inputs [all_inputs -no_clocks]
set_input_delay [expr $clk_period * $clk_io_pct] -clock clk0 $non_clock_inputs
set_output_delay [expr $clk_period * $clk_io_pct] -clock clk0 [all_outputs]
==> deck_impl_summary.md <==
Flow Results at a Glance

Synth
  • Mapped cell area: approximately 270 µm²
  • Mapped Avg Cell Area: 11.59 µm²
  • Synth cell types: 13
  • Sequential-to-total area share from yosys stat: between 60 and 70%
  • Synth Register Bits: 8
  • Top cells by area: dfxtp_1 60%, mux2i_1 7.5%, and2_1 4.7%
  • Area leader, netlist: dfxtp_1
  • Synth Instances: 23
  • Area leader share: about three fifths
  • Yosys stat chip area: around 270 µm²
  • Yosys Instances: 23
  • Ys Warns: 1

Layout
  • Layout cell share with drive strength beyond 1: a little under a quarter
  • Fin cells: between 70 and 80
  • Combinational Area: a little over 100 µm²
  • Final-layout fill cell count: slightly below 400
  • Area delta synth->final: 47.42%
  • Most frequent logic cell in the layout: dfxtp_1
  • Reg area: approximately 160 µm²
  • Most common logic cells in the final layout: 6 x dfxtp_1, 3 x clkbuf_4, 3 x dlygate4sd2_1

Placement
  • Routability Congestion: roughly 0.64
  • IO buf count: 4
  • Placed cells: 74

Detailed routing
  • Routed vias/inst: around 2.3
  • 1st-iter DRT viols: 14
  • Drt total wl: ~470 µm
  • Via count: roughly 180
  • DRC: 0
  • Post-route ant nets: 0
  • Number of diodes: 0
  • DR pass1 iterations: 2
  • WL/cell: 6.078 µm

CTS
  • Total CTS buffers: 3
  • CTS tree: built
  • CTS clk-pin slew, worst paths: ~0.060 ns
  • Clk latency late pin: approximately 0.26 ns
  • CTS Sinks: 8
  • H-tree level count: 1
  • Post-CTS setup buffers: 0
  • Clock Tree Root: clkbuf_4
  • Clk buf depth: 2

Run status
  • Status: finished clean

STA
  • Tmin final: 1.025 ns
  • Slew Limit Fails: 0
  • Max frequency: around 980 MHz
  • Endpoints left unconstrained: 2
  • Final Setup Violations: 0
  • Least-Margin Pin Slew: 0.2386 ns
  • Setup tns final: 0 ns
  • Final worst-path cycle share: 93.19%
  • RSZ-0062 raised after global routing: no
  • Slew margin rel.: a little over four fifths
  • Setup Skew: 0.008272 ns
  • Endpoints failing hold: 0

Run
  • Log Warnings: 49
  • Max Cap Viol: 0

Setup path
  • Critical Path Sink Type: flop
  • Critical Path Start Type: flop
  • Arrival time worst endpoint: ~1.2 ns
  • Worst-path fanout max: 4
  • Crit Path Class: reg2reg
  • Worst path required time: 1.27 ns

Hold path
  • Hold crit path type: reg2reg

Power
  • Final Power: between 600 and 700 µW
  • Pwr Density: 1654 nW/µm²
  • Leakage Power: roughly 0.15 nW
  • Peak VDD IR: between 0.2 and 0.3 mV

Floorplanning
  • IO Count: 5
  • Die X: ~80 µm
  • Fp util: about 7.8%
  • Die area: 6400 µm²
  • Core box area: ~3400 µm²
  • Cell row count: 21
  • Die Y: roughly 80 µm

GRT
  • GR Overflow Total: 0
  • GRT Overall Usage: roughly 1.4%
  • Initial antenna violation count: 0
  • Vias in the first global route: ~160
  • Largest net degree at the start of global routing: 10
  • Global-route wire length before repair: about 700 µm
[synthesized netlist by cell type]
cell      count
a21boi_0      1
a21oi_1       1
and2_1        2
and3b_1       1
dfxtp_1       8
inv_1         1
mux2i_1       2
nand2_1       1
nand2b_1      1
nor2b_1       2
nor4_2        1
o21ai_0       1
xnor2_1       1
[metal layers]
| metal | vias to the layer above | track usage [%] | share of wire (%) |
|---|---|---|---|
| met1 | 77 | 1.680 | 44 |
| li1 | 92 | - | - |
| met2 | 8 | 1.605 | 40 |
| met3 | 2 | 1.477 | 11 |
| met4 | 0 | 0.7042 | 4.1 |
| met5 | - | 0 | 0 |
[what timing repair did]
item / CTS / global route
hold buffers: 0 / 0
setup endpoints to repair: 3 / 0
gates resized: 5 / 0
[power breakdown]
group	leakage [nW]	switching (mW)	internal [mW]
Sequential	0.0670	0.0206	0.322
Combinational	0.0669	0.0252	0.0524
Clock	0.0138	0.105	0.125
Total	0.148	0.151	0.499
[kinds of logic after synthesis]
logic type / synth area share, %
xor gates and xnor gates: 3.287
buffers and inverters: 1.407
DFF: 60.09
AOI/OAI and AO/OA: 6.570
and+or+nand+nor: 21.13
muxes: 7.512
[stage by stage]
stage	hold slack (ns)	util, %	instance area [µm²]	setup slack, ns
finish	0.4490	11.50	392.9	0.07487
global route	0.5065	11.50	392.9	0.02250
CTS	0.4560	11.50	392.9	0.05922
detailed placement	0.4526	10.88	371.6	-0.03816
global placement	0.4238	10.88	371.6	-0.001272
floorplan	0.3417	-	266.5	0.2351
[critical path, cell delays in order (launching register included)]
cell,delay (ns)
dfxtp_2,0.32
buf_4,0.14
nor4_2,0.27
mux2i_1,0.21
[path summary, 6_finish.rpt]
kind / start / endpoint / slack, ns / cells after the start
worst min register to register: count5[0]$_SDFF_PN0_ / count5[2]$_SDFF_PN0_ / 0.45 / 2
worst max register to register: count8[0]$_DFF_P_ / div80$_SDFFE_PN0P_ / 0.07 / 3
worst max-delay path: count8[0]$_DFF_P_ / div80$_SDFFE_PN0P_ / 0.07 / 3
worst min-delay path: count5[0]$_SDFF_PN0_ / count5[2]$_SDFF_PN0_ / 0.45 / 2
[layout make-up]
class / instances / share of cell area, %
Tap cell: 46 / 14.65
Sequential cell: 8 / 41.40
Timing Repair Buffer: 5 / 11.15
Inverter: 1 / 0.9554
Multi-Input combinational cell: 14 / 26.11
Clock buffer: 3 / 5.732
Power and IR drop assume default switching activity.
